==> design/flow/design.v <==
module Division(
	input         clock,
	input         start,
	input  [31:0] a,
	input  [31:0] b,
	output [31:0] q,
	output [31:0] r
);
reg [31:0] q_out;
reg [31:0] r_out;
reg [7:0] s;
reg t = 1'b0;
integer i;
always @(posedge clock)
begin
    if({start, t} == 2'b01)
        begin
            s = 2 * r_out + a[i];
            if(s < b)
                begin
                    q_out[i] = 0;
                    r_out = s;
                end
            else
            begin
                q_out[i] = 1;
                r_out = s - b;
                end
            if (i > 0)
                i = i - 1;
            else
                t = 1'b0;
        end
    else
        begin
            q_out = 32'd0;
            r_out = 32'd0;
            i = 31;
            t = 1'b1;
        end
end
assign q = q_out;
assign r = r_out;
endmodule
==> design/flow/run.sh <==
#!/bin/bash
# OpenROAD 26Q1-2900-gdf79404cd8, Yosys 0.63+post, stock flow scripts
make -C /OpenROAD-flow-scripts/flow DESIGN_CONFIG=/design/flow/config.mk WORK_HOME=/design/flow/orfs finish
==> design/flow/config.mk <==
export PLATFORM = sky130hd
export DESIGN_NAME = Division
export DESIGN_NICKNAME = Division
export VERILOG_FILES = /design/flow/design.v
export SDC_FILE = /design/flow/constraint.sdc
export NUM_CORES = 4
export LEC_CHECK = 1
export CORE_UTILIZATION = 50
==> design/flow/constraint.sdc <==
current_design Division

set clk_period 9.3
set clk_io_pct 0.2

create_clock -name clk0 -period $clk_period [get_ports {clock}]

set non_clock_inputs [all_inputs -no_clocks]
set_input_delay [expr $clk_period * $clk_io_pct] -clock clk0 $non_clock_inputs
set_output_delay [expr $clk_period * $clk_io_pct] -clock clk0 [all_outputs]
==> PnR_summary.wiki <==
=== Physical design figures ===
{| class="wikitable"
! Metric !! Value
|-
| Nature of the critical path endpoint || register
|-
| H-Tree Level Count || 3
|-
| Reg power frac || 48.3%
|-
| Core utilization before placement || 52.0%
|-
| Crit start category || input pin
|-
| Fraction of layout instances using a drive strength above 1 || 6.52%
|-
| Int Pwr || 0.664 mW
|-
| # port buffers || 129
|-
| Antenna cell count || 0
|-
| Result of the run || finished clean
|-
| NetSw || 0.217 mW
|-
| Placed Cells || 921
|-
| Non-filler cells in the finished layout || 937
|-
| Post CTS Setup Buffer Count || 0
|-
| Clk pwr share || 40.8%
|-
| Total vias in the final route || 5465
|-
| Final worst hold slack || 0.466 ns
|-
| Synthesis-stage register bit count || 97
|-
| Maximum fanout count along the critical path || 17
|-
| Required time of the critical path || 9.55 ns
|-
| Deepest clock path buffer count || 2
|-
| RD Place Congestion || 0.913
|-
| Synthesis-to-layout area growth || 28.4%
|-
| Slew Viols, Final || 0
|-
| TritonCTS clock tree || built
|-
| Standby leakage power || 2.66 nW
|-
| Inserted Clock Buffers || 9
|-
| Remaining routing DRC violations || 0
|-
| Final Hold Fails || 0
|-
| Die extent in x || 109 um
|-
| Maximum number of pins on one net before global-route repair || 51
|-
| Core area || 11000 um^2
|-
| Remaining number of nets flagged by the antenna check after routing || 0
|-
| Post-detailed-routing wire length || 14800 um
|-
| Arrival time at the worst endpoint || 5.53 ns
|-
| Type of the worst min-delay path || reg -> reg
|-
| All-layer global routing usage || 26.2%
|-
| Row Count || 38
|-
| Number of cells in the yosys synthesis report || 690
|-
| Flip-flops with a built-in enable || 0
|-
| Sw frac || 24.6%
|-
| Highest ir drop seen on vdd || 129 uV
|-
| Count of mapped cells out of synthesis || 690
|-
| Syn Area/Cell || 8.28 um^2
|-
| Drt initial violations || 387
|-
| Sum of overflow across all layers after global routing || 0
|-
| Critical path start-end classification || in -> reg
|-
| Number of logged tool warnings || 27
|-
| Maximum Capacitance Violations || 0
|-
| Height of the die || 109 um
|-
| Aggregate negative setup slack || 0 ns
|-
| Max Freq || 0.189 GHz
|-
| Slew of the pin with the lowest slew margin || 0.858 ns
|-
| Global-route wire length before repair || 23800 um
|-
| Synthesis area per yosys || 5710 um^2
|-
| Proportion of synthesized chip area in sequential cells || 34.0%
|-
| Number of gates resized after cts || 0
|-
| Final cycle utilization of the critical path || 56.8%
|-
| Clock slew at the register clock pins of the worst setup and hold paths || 0.07 ns
|-
| Minimum period implied by the final worst setup slack || 5.28 ns
|-
| Dominant register cell || dfxtp_1
|-
| Total I/O pin count || 130
|-
| Cts-stage hold buffer count || 0
|-
| # setup viols final || 0
|-
| Final setup skew || 0.00479 ns
|-
| Routed len/inst || 15.8 um
|-
| Setup repair after global routing missed its margin || false
|-
| Latest clock arrival within the worst-skew pair || 0.35 ns
|-
| Synth async-reset ratio || 0%
|-
| Clk Tree Root Cell || clkbuf_16
|-
| First-pass DRT Iterations || 5
|-
| Antenna violations before repair || 0
|-
| Worst slew margin relative to its limit || 42.4%
|-
| Power Density || 120 nW/um^2
|-
| Synth warnings || 1
|-
| Post-detailed-placement half-perimeter wirelength || 10500 um
|-
| Cell area after technology mapping || 5710 um^2
|-
| Comb pwr share || 10.9%
|-
| Total clock sinks || 97
|-
| Number of global-route vias before repair || 4901
|-
| Die Area || 11900 um^2
|-
| DR vias/cell || 5.83
|-
| Distinct lib cells || 70
|}
[synthesized netlist by cell type (4+ instances only)]
library cell	count	area [um^2]
dfxtp_1	97	1940
nor2_1	75	282
nand4_1	50	313
clkbuf_1	45	169
xnor2_1	40	350
a21oi_1	34	170
nand2_1	34	128
o21ai_0	33	165
nor3_1	31	155
o31ai_1	19	143
inv_1	18	67.6
o211ai_1	18	135
xor2_1	14	123
or3_1	13	81.3
nand3_1	12	60.1
nor4_1	12	75.1
or4_1	12	90.1
ha_1	11	138
nand2b_1	11	68.8
mux4_2	10	225
mux2i_1	8	80.1
a31oi_1	6	37.5
and3_1	6	37.5
buf_6	5	56.3
nor2b_1	5	31.3
a211oi_1	4	30.0
buf_1	4	15.0
or2_2	4	25.0
[power by group through the flow]
stage	logic, mW	registers (mW)	clock network (mW)
CTS	0.0962	0.425	0.368
global route	0.106	0.426	0.382
finish	0.0957	0.425	0.359
[worst paths after layout]
path              slack (ns)  startpoint  cells past startpoint       end
setup / recovery        4.02       a[25]                     15  register
hold / removal          0.47    register                      2  register
setup reg to reg        4.49        i[1]                     14  register
hold reg to reg         0.47    register                      2  register
[metrics by stage]
stage | instance area (um^2) | setup slack, ns | utilization [%] | power [mW]
after global routing | 7330 | 3.66 | 66.7 | 0.914
after global placement | 7040 | 3.79 | 64.1 | 0.529
final | 7330 | 4.02 | 66.7 | 0.880
after detailed placement | 7040 | 3.67 | 64.1 | 0.531
after floorplan | 5750 | 4.39 | - | 0.482
after CTS | 7330 | 3.99 | 66.7 | 0.889
[logic make-up (layout without fill, tap and decap cells)]
group | count (synthesis) | count (layout) | synth area share (%)
fa+ha+maj | 12 | 12 | 2.76
other cells | 1 | 12 | 0.0657
mux | 19 | 19 | 5.54
buf+inv | 78 | 174 | 6.00
simple gates | 286 | 286 | 27.2
flops | 97 | 97 | 34.0
compound gates | 143 | 143 | 16.2
xor+xnor | 54 | 54 | 8.28
[critical path: stages]
cell             delay (ns)
clkdlybuf4s50_1        0.46
mux4_2                 0.25
mux4_2                 0.24
mux2i_1                0.06
or3_1                  0.34
ha_1                   0.22
fa_1                   0.40
nor2b_1                0.12
o21ai_0                0.07
nand2b_1               0.11
a21oi_1                0.10
o21ai_0                0.25
and3_1                 0.22
nand2_1                0.42
o31ai_1                0.40
[metal layers]
layer / vias up / wire length (um) / track usage [%] / share of wire (%)
met2: 193 / 6600 / 41.1 / 45
met1: 2525 / 7100 / 40.6 / 48
met3: 10 / 906 / 4.14 / 6.1
met5: - / 0 / 0 / 0
li1: 2737 / - / - / -
met4: 0 / 155 / 2.90 / 1.0
[placed cells by master (no fill, tap or decap), types with 13 or more instances in the layout]
master,n
clkdlybuf4s50_1,129
nand4_1,50
o211ai_1,18
a21oi_1,34
xor2_1,14
or3_1,13
nor2_1,75
xnor2_1,40
inv_1,18
nor3_1,31
nand2_1,34
o21ai_0,33
o31ai_1,19
dfxtp_1,97
[layout make-up]
type | instances | area (um^2)
Clock inverter | 7 | 61.3
Multi-Input combinational cell | 526 | 3480
Timing Repair Buffer | 140 | 1370
Tap cell | 140 | 175
Clock buffer | 9 | 225
Inverter | 18 | 67.6
Sequential cell | 97 | 1940
Fill cell | 884 | 3650
Power and IR drop assume default switching activity.
